$ cat design.v
`timescale 1ns / 1ps
module ALU_001(ACC_IN,BR_IN,ALU_OUT,CON,CLK,zflag,RST);
	input CLK,RST;
	input signed[15:0] BR_IN,ACC_IN;
	input [31:0] CON;
	output reg zflag;
	output reg [15:0] ALU_OUT;
	initial
		begin
		ALU_OUT <= 0;
		zflag <= 0;
	end
	always@(posedge CLK or posedge RST)
		begin
		if(RST)
			begin
			ALU_OUT = 0;
			zflag = 0;
		end
		else
			begin
			if(CON[6]&&CON[7])
				begin
				case(CON[19:16])
					4'b0000:	ALU_OUT = ACC_IN + BR_IN;
					4'b0001:	ALU_OUT = ACC_IN - BR_IN;
					4'b0010:	ALU_OUT = ACC_IN * BR_IN;
					4'b0011:	ALU_OUT = ACC_IN / BR_IN;
					4'b0100:	ALU_OUT = ACC_IN & BR_IN;
					4'b0101:	ALU_OUT = ACC_IN | BR_IN;
					4'b0110:	ALU_OUT = ~BR_IN ;
					4'b0111:	ALU_OUT = BR_IN;
					4'b1000:	ALU_OUT = ACC_IN << 1;
					4'b1001:	ALU_OUT = ACC_IN >> 1;
					default:;
				endcase
				if(ALU_OUT==0)
					zflag = 1;
				else
					zflag = 0;
			end
			else;
		end		
	end
endmodule
$ cat run.sh
#!/bin/bash
# OpenROAD 26Q1-2900-gdf79404cd8, Yosys 0.63+post, stock flow scripts
make -C /OpenROAD-flow-scripts/flow DESIGN_CONFIG=/design/flow/config.mk WORK_HOME=/design/flow/orfs finish
$ cat config.mk
export PLATFORM = sky130hd
export DESIGN_NAME = ALU_001
export DESIGN_NICKNAME = ALU_001
export VERILOG_FILES = /design/flow/design.v
export SDC_FILE = /design/flow/constraint.sdc
export NUM_CORES = 4
export LEC_CHECK = 1
export CORE_UTILIZATION = 30
$ cat constraint.sdc
current_design ALU_001

set clk_period 2.6
set clk_io_pct 0.2

create_clock -name clk0 -period $clk_period [get_ports {CLK}]

set non_clock_inputs [all_inputs -no_clocks]
set_input_delay [expr $clk_period * $clk_io_pct] -clock clk0 $non_clock_inputs
set_output_delay [expr $clk_period * $clk_io_pct] -clock clk0 [all_outputs]
==> impl_metrics.csv <==
group,metric,value,unit
place,finalWeightedCongestion,1.03,
clock_tree,path_clk_slew,0.05,ns
final_timing,slew_headroom,0.458,
grt,grt_pass1_wl,111000,um
final_timing,fin_skew,0.000856,ns
grt,use_met2,0.456,
setup_path,critPathSlowestCell,"or4b_4",
finish,instances_no_fill,3642,
die,die_y,229,um
finish,lay_top_cells,"buf_4 (836), nand2_1 (206), ha_1 (171), inv_1 (168), nor2_1 (164)",
setup_path,cpPeakStageDelay,0.47,ns
clock_tree,clock-root-buffer,"clkbuf_16",
setup_path,startpoint,"BR_IN[2]",
die,ios,83,
die,core,50600,sq um
grt,grt_usage,0.276,
setup_path,worstPathRequired,2.74,ns
drt,routedWlPerCell,19.8,um
outcome,failed_checks,"setup timing",
setup_path,start_kind,"input port",
worst_hold_path,hp-class,"reg -> reg",
setup_path,cp_max_fo,8,
synth,synth.avg_cell_area,7.25,sq um
finish,nFillCells,4467,
place,dp_hpwl,55800,um
synth,ys_cells,2136,
synth,numSynthFlops,17,
drt,remaining_drc_errors,0,
drt,firstDrtPassIters,6,
final_timing,grt_setup_unrepaired,"true",
finish,finalInstanceArea,25600,sq um
clock_tree,cts_buffer_depth,2,
place,placedCellCount,3483,
final_timing,period_minus_slack,27.74,ns
die,rows,82,
drt,postRouteAntennaNets,0,
final_timing,final.setup.worst_slack,-25.14,ns
finish,logic_area,16300,sq um
power,power,19.4,mW
synth,yosys_warnings,1,
synth,flop_cell,"dfrtp_1",
setup_path,cp.arrival,27.88,ns
setup_path,r2r-start,"ALU_OUT[11]",
drt,vias_per_cell,5.33,
clock_tree,cts_buffers,3,
drt,drt-total-wl,72100,um
clock_tree,worstSkewPairLatency,0.24,ns
finish,drive_above_1_share,0.424,
synth,ys_types,85,
place,port_buffers,56,
clock_tree,htreeDepth,1,
power,ir_drop,734,uV
synth,ys_seq_frac,0.0275,
clock_tree,cts_tree,"done",
setup_path,cp-end-kind,"register",
final_timing,fin_tns_setup,-417.75,ns
final_timing,slew_violations,0,
grt,antenna_found_initial,1,
die,chipWidth,229,um
clock_tree,cts.sinks,17,
synth,yosys-stat-area,15500,sq um
finish,synthToLayoutAreaGrowth,65.4,%
synth,synth_area,15500,sq um
synth,synth_cells,2136,
drt,vias,19400,
grt,grt_util_met1,0.374,
final_timing,hold_viol_final,0,
job,drv_cap,0,
final_timing,worst_pin_slew,0.804,ns
power,power_density,759,nW/um^2
die,dieArea,52500,sq um
finish,lay_top_count,"buf_4",
place,pre_cts_ws,-27.08,ns
grt,overflow,0,
finish,flop_area,425,sq um
drt,drtIter0Drc,1263,
worst_hold_path,min_from,"zflag",
final_timing,period_used_share,10.7,
synth,synth-edff-count,0,
place,placedInstanceArea,22800,sq um
grt,grt_use_met3,0.0277,
synth,async_flop_share,1.00,
die,initial_utilization,0.306,
outcome,outcome,"complete, but fails checks",
grt,gr-max-usage-layer,"met2",
final_timing,setup_viol,17,
job,warning_count,58,
power,cellLeakagePower,12.0,nW
grt,grt_pass1_vias,19500,
grt,grt_max_degree,51,
setup_path,crit_type,"in -> reg",
final_timing,fmax,36.1,MHz
-- kinds of logic (layout without fill, tap and decap cells) --
logic type | count (synthesis) | count (layout) | share of synthesized area
AOI/OAI and AO/OA | 576 | 576 | 0.250
and+or+nand+nor | 729 | 729 | 0.229
adders and majority gates | 305 | 305 | 0.284
xor gates and xnor gates | 168 | 168 | 0.0976
DFF | 17 | 17 | 0.0275
buffers and inverters | 285 | 1118 | 0.0715
other | 0 | 1 | 0
muxes | 56 | 56 | 0.0399
-- worst paths after layout --
| path | endpoint | slack (ns) | cells past startpoint |
|---|---|---|---|
| min in group asynchronous | ALU_OUT[0] | 0.67 | 2 |
| hold reg to reg | zflag | 0.52 | 2 |
| setup / recovery | zflag | -25.14 | 144 |
| setup reg to reg | zflag | 0.43 | 7 |
| max in group asynchronous | ALU_OUT[4] | 1.52 | 2 |
| hold / removal | zflag | 0.52 | 2 |
-- layer usage --
layer | up-vias | wire [um]
met2 | 619 | 33300
met5 | - | 12
met3 | 176 | 3830
li1 | 9300 | -
met1 | 9319 | 31600
met4 | 2 | 3450
-- sequential cells by signal (all words and copies together) (netlist names) --
register	flops
ALU_OUT	16
zflag	1
-- synthesized netlist by cell type (43+ instances only) --
cell,number,area share
nor2_1,180,0.044
o21a_1,43,0.021
ha_1,220,0.18
clkbuf_1,78,0.019
nor3_1,50,0.016
o21ai_0,102,0.033
a21oi_1,145,0.047
nand3_1,43,0.014
xor2_1,57,0.032
fa_1,80,0.10
and2_1,67,0.027
xnor2_1,108,0.061
nand2_1,218,0.053
inv_1,178,0.043
-- worst max-delay path, delay by kind of cell --
kind | cells | cell delay, ns
AOI/OAI and AO/OA | 57 | 11.26
xor gates and xnor gates | 1 | 0.17
adders and majority gates | 17 | 4.55
buffers and inverters | 19 | 2.54
muxes | 7 | 1.77
and+or+nand+nor | 43 | 6.99
-- power by group --
| group | total (mW) | switching (mW) | internal [mW] |
|---|---|---|---|
| Combinational | 18.7 | 9.19 | 9.52 |
| Clock | 0.299 | 0.0917 | 0.208 |
| Sequential | 0.436 | 0.0905 | 0.345 |
| Total | 19.4 | 9.37 | 10.1 |
-- metrics by stage --
step	hold slack, ns	util
after detailed placement	0.503	0.451
after global routing	0.538	0.506
after floorplan	0.419	-
after CTS	0.520	0.494
after global placement	0.503	0.451
final	0.523	0.506
-- area by class of cell --
class / count / area share
antenna: 1 / 0.0000977
timing repair buffer: 934 / 0.285
inverter: 180 / 0.0269
multi-input combinational: 1834 / 0.635
sequential: 17 / 0.0166
clock buffer: 4 / 0.00308
tap: 672 / 0.0328
-- repair_timing --
item                                    CTS  global route
hold endpoints to repair                  0             0
pin swaps                               179            74
resized                                 297            70
buffers inserted                        127            31
gates cloned                              1             0
endpoints found under the setup margin   17            17
hold buffers                              0             0
Power figures rest on the tool's default switching activity, not on a simulated workload.
